===== design/flow/design.v =====
module multiplexer (
    input [31:0] d0, d1,
    input s,
    output [31:0] y
);
    assign y = s? d1 : d0;
endmodule

===== design/flow/run.sh =====
#!/bin/bash
# OpenROAD 26Q1-2900-gdf79404cd8, Yosys 0.63+post, stock flow scripts
make -C /OpenROAD-flow-scripts/flow DESIGN_CONFIG=/design/flow/config.mk WORK_HOME=/design/flow/orfs finish

===== design/flow/config.mk =====
export PLATFORM = sky130hd
export DESIGN_NAME = multiplexer
export DESIGN_NICKNAME = multiplexer
export VERILOG_FILES = /design/flow/design.v
export SDC_FILE = /design/flow/constraint.sdc
export NUM_CORES = 4
export LEC_CHECK = 1
export CORE_AREA = 10 10 71 71
export DIE_AREA = 0 0 81 81

===== design/flow/constraint.sdc =====
current_design multiplexer

set clk_period 1.0
set clk_io_pct 0.2

create_clock -name clk0 -period $clk_period

set non_clock_inputs [all_inputs -no_clocks]
set_input_delay [expr $clk_period * $clk_io_pct] -clock clk0 $non_clock_inputs
set_output_delay [expr $clk_period * $clk_io_pct] -clock clk0 [all_outputs]

==> reports/metrics.cfg <==
[finish]
clock_buffers = 0
fin_util_pct = 43.84
stdcell_count = 184
regArea_um2 = 0
nFlopsAndLatches = 0
syn2layout_area_growth_pct = 192.6
drive_above_1_share_pct = 52.94

[clock_network]
ctsHoldBuffers = 0
cts_setup_buffers = 0

[min_path]
hold_class = primary input to primary output
worstHoldStart = d1[29]
hold_end = y[29]
hold-path-cell-count = 3

[logic_synthesis]
syn_inst = 36
yosysSeqAreaShare_pct = 0
ys.warnings.count = 0
synth-area-yosys_um2 = 544.3
synth_top_area_share_pct = 82.76
ys_cells = 36
top_area_cell = mux2_4
synth_area_per_cell_um2 = 15.12
top_cells_by_area = mux2_4 (83%), buf_12 (11%), mux2_2 (4.1%)
syn_area_um2 = 544.3
ys_types = 4

[final_timing]
maxSlewHeadroom_pct = 92.63
finalHoldViolations = 0
fmaxAchievable_mhz = 916.8
post-route-period-util_pct = 109.1
worst_slew_pin_slew_ns = 0.1105
finalMaxSlewViolations = 0
finalSetupViolations = 31
rsz0062_at_grt = yes
period_needed_ns = 1.091
post-route-worst-setup-slack_ns = -0.09077

[power_and_ir_drop]
total_power_mw = 0.6320
power_per_cell_area_nw_per_um2 = 396.8
leakage_nw = 0.8596
vdd_drop_max_v = 0.0001696

[routing]
firstDrtPassIters = 2
num_vias = 706
wirelength_mm = 2.948
vias_per_cell = 3.837
drc = 0
avgRoutedWirePerCell_um = 16.02
ant_nets = 0
antenna_cells = 0
drtIter0Drc = 7

[flow_run]
tool_warnings = 34
drv_cap = 0

[die]
num_rows = 22
ios = 97
die_w_um = 81
die_h_um = 81
dieArea_um2 = 6561
core_area_um2 = 3633
fp_util_pct = 14.98

[worst_setup_path]
critical-path-slowest-cell = mux2_4
crit_type = primary input to primary output
crit_path_start_kind = primary input
max_stage_delay_ns = 0.30
required_ns = 0.80
cp-startpoint = s
path_cells = buf_16 -> buf_16 -> mux2_4 -> buf_6
cp_max_fo = 8
arrival_ns = 0.89
endpoint_kind = primary output
cpMostUsedCell = buf_16

[placed_design]
dpl.hpwl_mm = 2.534
dp.cells = 180
routabilityCongestion = 0.8093
port_buffers = 97

[grt]
grt_pass1_wl_mm = 4.181
grt_antenna_before_repair = 0
grt.total_usage_pct = 8.085
grt_max_degree = 9
grt_pass1_vias = 787
grt-ovfl-total = 0

[outcome]
outcome = complete, but fails checks
violations = negative setup slack

[cell families after synthesis]
logic type | synth area share (%)
muxes | 86.90
buffers and inverters | 13.10
[how the worst max path moves through the flow]
| stage | endpoint | slack (ns) | cells after the start |
|---|---|---|---|
| 5_1_grt | y[10] | -0.11 | 4 |
| 4_1_cts | y[25] | -0.1 | 4 |
| 6_report | y[25] | -0.09 | 4 |
[Yosys cell counts]
cell type and count:
mux2_2 2, buf_6 1, buf_12 3, mux2_4 30
[worst max-delay path, delay by kind of cell]
family / cells / cell delay [ns]
buffers and inverters: 3 / 0.39
muxes: 1 / 0.30
[metal layers]
metal / vias to the layer above / GRT usage (%) / part of all wire, %
met4: 0 / 0 / 0
met1: 315 / 9.483 / 38
met3: 0 / 3.229 / 12
li1: 341 / - / -
met5: - / 0 / 0
met2: 50 / 14.41 / 51
[what timing repair did]
action,4_1_cts,5_1_grt
setup endpoints to repair,32,32
gates resized,185,11
cloned,4,0
[cell type report]
class                      count  area, µm²
timing repair buffer         104       1052
fill                         369       2041
multi-input combinational     32      480.5
tap                           48      60.06
[placed cells by master, fill, tap and decap left out]
master            n
buf_6            23
clkdlybuf4s15_1   2
buf_12            2
buf_4             1
buf_2             9
mux2_4           32
buf_16            5
dlygate4sd2_1    62
[power breakdown]
group | internal (mW) | total, mW | switching, mW
logic | 0.490 | 0.632 | 0.142
registers | 0 | 0 | 0
clock network | 0 | 0 | 0
total | 0.490 | 0.632 | 0.142
[stage by stage]
step | setup TNS, ns | area [µm²] | hold slack (ns) | setup slack, ns
floorplan | 0 | 544.3 | 0.4977 | 0.06690
global route | -3.156 | 1593 | 0.7922 | -0.1128
detailed placement | -15.94 | 1546 | 1.201 | -0.5194
finish | -2.608 | 1593 | 0.7699 | -0.09077
CTS | -2.744 | 1529 | 0.7755 | -0.09625
global placement | -15.91 | 1546 | 1.188 | -0.5208
